**flow/design.v**
```verilog
`timescale 1ns / 1ps
module controller(
    input clk,
    input chip_en,
    input rst,
    input x_done,
    input h_gate_done,
    input b_done,
    input i_done,
    input f_done,
    input c_done,
    input memory_gate_done,
    input memory_net_done,
    output reg mux_mult_sel = 0,
    output reg mux_acc_sel = 0,
    output reg mux_c_gate_sel = 0,
    output reg mux_c_tanh_sel = 0,
    output reg start_gate = 0,
    output reg start_net = 0
    );
       parameter S0  = 4'b0000;
       parameter S1  = 4'b0001;
       parameter S2  = 4'b0010;
       parameter S3  = 4'b0011;
       parameter S4  = 4'b0100;
       parameter S5  = 4'b0101;
       parameter S6  = 4'b0110;
       parameter S7  = 4'b0111;
       parameter S8  = 4'b1000;
       reg [3:0] present_state = S0;
       reg [3:0] next_state = S0;
       always @(posedge clk) begin
           if (rst) 
               present_state <= S0;
           else
               present_state <= next_state;
       end
       always @(*) begin
             case (present_state)
                S0 : begin
                     mux_mult_sel <= 0;
                     mux_acc_sel <= 0;
                     mux_c_gate_sel <= 0;
                     mux_c_tanh_sel <= 0;
                     start_gate <= 0;
                     start_net <= 0; 
                     if (chip_en) begin
                         mux_mult_sel <= 0;
                         mux_acc_sel <= 1;
                         mux_c_gate_sel <= 0;
                         mux_c_tanh_sel <= 0;
                         start_gate <= 1;
                         start_net <= 0;      
                         next_state <= S1;
                     end
                     else
                         next_state <= S0;
                end
                S1 : begin
                     mux_mult_sel <= 0;
                     mux_acc_sel <= 1;
                     mux_c_gate_sel <= 0;
                     mux_c_tanh_sel <= 0;
                     start_gate <= 0;
                     start_net <= 0; 
                   if (b_done) begin
                        mux_mult_sel <= 0;
                        mux_acc_sel <= 0;
                        mux_c_gate_sel <= 0;
                        mux_c_tanh_sel <= 0;
                        start_gate <= 0;
                        start_net <= 0;
                        next_state <= S2;
                   end   
                   else
                      next_state <= S1;
                end
                S2 : begin
                    mux_mult_sel <= 0;
                    mux_acc_sel <= 0;
                    mux_c_gate_sel <= 0;
                    mux_c_tanh_sel <= 0;
                    start_gate <= 0;
                    start_net <= 0;
                   if (x_done) begin
                       mux_mult_sel <= 1;
                       mux_acc_sel <= 0;
                       mux_c_gate_sel <= 0;
                       mux_c_tanh_sel <= 0;
                       start_gate <= 0;
                       start_net <= 0;
                       next_state <= S3;
                   end   
                   else
                      next_state <= S2;
                end
                S3 : begin
                   mux_mult_sel <= 1;
                   mux_acc_sel <= 0;
                   mux_c_gate_sel <= 0;
                   mux_c_tanh_sel <= 0;
                   start_gate <= 0;
                   start_net <= 0;
                   if (h_gate_done) begin
                      mux_mult_sel <= 0;
                      mux_acc_sel <= 1;
                      mux_c_gate_sel <= 0;
                      mux_c_tanh_sel <= 0;
                      start_gate <= 0;
                      start_net <= 0;
                      next_state <= S4;
                  end
                   else if (memory_gate_done) begin
                     mux_mult_sel <= 0;
                     mux_acc_sel <= 0;
                     mux_c_gate_sel <= 0;
                     mux_c_tanh_sel <= 1;
                     start_gate <= 0;
                     start_net <= 1;
                     next_state <= S5;
                   end
                   else
                      next_state <= S3;
                end
                S4 : begin
                  mux_mult_sel <= 0;
                  mux_acc_sel <= 1;
                  mux_c_gate_sel <= 0;
                  mux_c_tanh_sel <= 0;
                  start_gate <= 0;
                  start_net <= 0;
                   if (b_done) begin
                     mux_mult_sel <= 0;
                     mux_acc_sel <= 0;
                     mux_c_gate_sel <= 0;
                     mux_c_tanh_sel <= 0;
                     start_gate <= 0;
                     start_net <= 0;
                     next_state <= S2;
                  end
                   else
                      next_state <= S4;
                end
                S5 : begin
                     mux_mult_sel <= 0;
                     mux_acc_sel <= 0;
                     mux_c_gate_sel <= 0;
                     mux_c_tanh_sel <= 1;
                     start_gate <= 0;
                     start_net <= 0;
                   if (f_done) begin
                       mux_mult_sel <= 0;
                       mux_acc_sel <= 0;
                       mux_c_gate_sel <= 0;
                       mux_c_tanh_sel <= 0;
                       start_gate <= 0;
                       start_net <= 0;
                       next_state <= S6;
                      end
                   else
                      next_state <= S5;
                end
                S6 : begin
                   mux_mult_sel <= 0;
                   mux_acc_sel <= 0;
                   mux_c_gate_sel <= 0;
                   mux_c_tanh_sel <= 0;
                   start_gate <= 0;
                   start_net <= 0;
                   if (i_done) begin
                      mux_mult_sel <= 0;
                      mux_acc_sel <= 0;
                      mux_c_gate_sel <= 0;
                      mux_c_tanh_sel <= 0;
                      start_gate <= 0;
                      start_net <= 0;
                      next_state <= S7;
                  end
                   else
                      next_state <= S6;
                end
                S7 : begin
                  mux_mult_sel <= 0;
                  mux_acc_sel <= 0;
                  mux_c_gate_sel <= 0;
                  mux_c_tanh_sel <= 0;
                  start_gate <= 0;
                  start_net <= 0;
                   if (c_done) begin
                     mux_mult_sel <= 0;
                     mux_acc_sel <= 0;
                     mux_c_gate_sel <= 0;
                     mux_c_tanh_sel <= 1;
                     start_gate <= 0;
                     start_net <= 0;
                      next_state <= S8;
                  end
                   else if (memory_net_done) begin
                        mux_mult_sel <= 0;
                        mux_acc_sel <= 0;
                        mux_c_gate_sel <= 0;
                        mux_c_tanh_sel <= 0;
                        start_gate <= 0;
                        start_net <= 0;
                        next_state <= S0;
                      end
                   else
                      next_state <= S7;
                end
                S8 : begin
                     mux_mult_sel <= 0;
                     mux_acc_sel <= 0;
                     mux_c_gate_sel <= 0;
                     mux_c_tanh_sel <= 1;
                     start_gate <= 0;
                     start_net <= 0;
                   if (f_done) begin
                        mux_mult_sel <= 0;
                        mux_acc_sel <= 0;
                        mux_c_gate_sel <= 0;
                        mux_c_tanh_sel <= 0;
                        start_gate <= 0;
                        start_net <= 0;
                        next_state <= S6;
                    end
                   else
                      next_state <= S8;
                end
                default : begin
                     mux_mult_sel <= 0;
                     mux_acc_sel <= 0;
                     mux_c_gate_sel <= 0;
                     mux_c_tanh_sel <= 0;
                     start_gate <= 0;
                     start_net <= 0; 
                     next_state <= S0;
                end
             endcase
        end
endmodule				
```
**flow/run.sh**
```bash
#!/bin/bash
# OpenROAD 26Q1-2900-gdf79404cd8, Yosys 0.63+post, stock flow scripts
make -C /OpenROAD-flow-scripts/flow DESIGN_CONFIG=/design/flow/config.mk WORK_HOME=/design/flow/orfs finish
```
**flow/config.mk**
```make
export PLATFORM = sky130hd
export DESIGN_NAME = controller
export DESIGN_NICKNAME = controller
export VERILOG_FILES = /design/flow/design.v
export SDC_FILE = /design/flow/constraint.sdc
export NUM_CORES = 4
export LEC_CHECK = 1
export CORE_AREA = 10 10 70 70
export DIE_AREA = 0 0 80 80
```
**flow/constraint.sdc**
```tcl
current_design controller

set clk_period 1.6
set clk_io_pct 0.2

create_clock -name clk0 -period $clk_period [get_ports {clk}]

set non_clock_inputs [all_inputs -no_clocks]
set_input_delay [expr $clk_period * $clk_io_pct] -clock clk0 $non_clock_inputs
set_output_delay [expr $clk_period * $clk_io_pct] -clock clk0 [all_outputs]
```
==> impl_metrics.sql <==
-- generated from flow reports
INSERT INTO impl_metrics (metric_group, metric, value, unit) VALUES
('outcome', 'outcome', 'complete, but fails checks', ''),
('outcome', 'failing_checks', 'setup timing', ''),
('sta', 'finalHoldWorstSlack', '550', 'ps'),
('clocking', 'clock_tree.buffer_depth', '2', ''),
('logic_synthesis', 'synth_area', '432', 'µm²'),
('global_route', 'pin_count_of_the_biggest_net_entering_global_routing', '13', ''),
('logic_synthesis', 'yosysCellCount', '64', ''),
('layout', 'post_route_cells_drive_above_1_share', '43.4', '%'),
('logic_synthesis', 'netlist-cell-type-count', '32', ''),
('layout', 'area_growth', '97.7', '%'),
('clocking', 'cts-htree-levels', '1', ''),
('placed_design', 'dp_worst_setup_slack', '-536', 'ps'),
('sta', 'setup_viol', '1', ''),
('sta', 'layout_setup_ws', '-13.4', 'ps'),
('global_route', 'grt_first_pass_wirelength', '2.66', 'mm'),
('sta', 'period_minus_slack', '1610', 'ps'),
('global_route', 'grt.met1_usage', '7.39', '%'),
('clocking', 'clock-root-buffer', 'sky130_fd_sc_hd__clkbuf_4', ''),
('layout', 'post-route-util', '25.0', '%'),
('job', 'max-cap-violations', '0', ''),
('logic_synthesis', 'synth.area.top_cells', 'sky130_fd_sc_hd__dfxtp_1, sky130_fd_sc_hd__nand2b_1, sky130_fd_sc_hd__nand3_1, sky130_fd_sc_hd__a21oi_1, sky130_fd_sc_hd__nor3_1', ''),
('detailed_routing', 'post_dr_vias_cell', '4.12', ''),
('detailed_routing', 'route.detailed.drc', '0', ''),
('sta', 'slew_violations', '0', ''),
('floorplanning', 'floorplan.die_area', '6400', 'µm²'),
('pwr', 'net-switching-power', '0.126', 'mW'),
('global_route', 'first_global_vias', '562', ''),
('layout', 'largest_reg_flops', '4', ''),
('floorplanning', 'io_pins', '17', ''),
('hold_path', 'hold-path-endpoint', 'present_state[2]$_SDFF_PP0_', ''),
('logic_synthesis', 'synthArstFlopShare', '0', '%'),
('clocking', 'tritoncts', 'yes', ''),
('critical_path', 'reg2reg_to', 'present_state[1]$_SDFF_PP0_', ''),
('detailed_routing', 'detail_route.wirelength', '1.68', 'mm'),
('hold_path', 'min-delay-start', 'present_state[1]$_SDFF_PP0_', ''),
('logic_synthesis', 'synth-area-yosys', '432', 'µm²'),
('pwr', 'power.density', '490', 'nW/µm²'),
('hold_path', 'hp-class', 'flip-flop to flip-flop', ''),
('clocking', 'insertion_delay', '240', 'ps'),
('logic_synthesis', 'commonest_flop', 'sky130_fd_sc_hd__dfxtp_1', ''),
('critical_path', 'setup.worst_path.start_class', 'flip-flop', ''),
('critical_path', 'worstReg2RegStart', 'present_state[2]$_SDFF_PP0_', ''),
('logic_synthesis', 'post-synth-top-area-fraction', '18.6', '%'),
('critical_path', 'crit_path_max_fanout', '6', ''),
('logic_synthesis', 'netlist.top_cell.by_area', 'sky130_fd_sc_hd__dfxtp_1', ''),
('global_route', 'grt_overflow_total', '0', ''),
('floorplanning', 'core_area', '3420', 'µm²'),
('logic_synthesis', 'syn_inst', '64', ''),
('logic_synthesis', 'ys_seq_share', '18.6', '%'),
('critical_path', 'cp_data_required_time', '1280', 'ps'),
('layout', 'layout_top_registers', 'present_state: 4 flops', ''),
('logic_synthesis', 'post_synth_tally_of_flip_flops_with_integrated_enable', '0', ''),
('floorplanning', 'core.rowCount', '21', ''),
('pwr', 'clockPowerShare', '30.2', '%'),
('global_route', 'top_usage_layer', 'met1', ''),
('sta', 'timing.clock.skew', '4.36', 'ps'),
('placed_design', 'dp_hpwl', '1.23', 'mm'),
('critical_path', 'critPathCaptureType', 'output port', ''),
('job', 'warning_count', '27', ''),
('detailed_routing', 'diodes', '0', ''),
('logic_synthesis', 'synth-seq-cells', '4', ''),
('clocking', 'cts.hold.buffers_added', '0', ''),
('clocking', 'worst_path_clk_slew', '40', 'ps'),
('clocking', 'cts_made_buffers', '3', ''),
('layout', 'fill_cells', '375', ''),
('logic_synthesis', 'synthesis.area_per_instance', '6.74', 'µm²'),
('critical_path', 'critical_path_type', 'flip-flop to output port', ''),
('detailed_routing', 'routedWlPerCell', '11.6', 'µm'),
('floorplanning', 'initCoreUtil', '12.6', '%'),
('clocking', 'clock_sinks', '4', ''),
('placed_design', 'placement.io_buffers', '15', '');
repair_timing:
| action | CTS | global route |
|---|---|---|
| endpoints found under the setup margin | 5 | 4 |
| gates resized | 35 | 10 |
| pin swaps | 7 | 5 |
| setup buffers | 5 | 0 |
logic make-up after synthesis:
family	after synthesis	synth area share, %
mux	2	4.93
simple gates	32	41.2
other cells	1	0.869
compound gates	17	25.8
buf+inv	8	8.69
flops	4	18.6
power by group through the flow:
stage         combinational, mW  clock [mW]  sequential [mW]
global route              0.188       0.142            0.121
finish                    0.172       0.126            0.120
CTS                       0.166       0.132            0.119
worst max path at each step:
stage	from	cells past startpoint	end	slack, ps
CTS	present_state[0]$_SDFF_PP0_	6	mux_acc_sel	-50
global route	present_state[0]$_SDFF_PP0_	6	mux_acc_sel	-120
finish	present_state[0]$_SDFF_PP0_	6	mux_acc_sel	-10
worst max-delay path: stages (launching register included):
cell	delay (ps)
sky130_fd_sc_hd__dfxtp_4	390
sky130_fd_sc_hd__buf_6	140
sky130_fd_sc_hd__nand2b_4	50
sky130_fd_sc_hd__a311oi_2	230
sky130_fd_sc_hd__a21oi_1	60
sky130_fd_sc_hd__nor2_1	90
sky130_fd_sc_hd__buf_2	100
stage by stage:
step,area (µm²),power (mW),setup TNS [ps],cells
finish,853,0.418,-13.4,145
global route,853,0.452,-224,145
CTS,823,0.417,-71.0,145
detailed placement,744,0.271,-2270,138
global placement,744,0.273,-2270,138
floorplan,432,0.186,0,64
layer usage:
metal,share of wire (%),up-vias
met1,49,262
li1,-,309
met3,11,4
met2,38,22
met5,0,-
met4,2.6,0
final cells by class:
class                      instances  area [µm²]  area share (%)
multi-input combinational         52         368            43.1
tap                               46        57.6            6.74
timing repair buffer              36         300            35.2
inverter                           4        15.0            1.76
clock buffer                       3        22.5            2.64
sequential                         4        90.1            10.6
synthesized netlist by cell type (all sizes together) (2+ instances only):
cell    number
buf          4
nor2         5
inv          4
nand3        5
a21oi        4
nand2b       4
dfxtp        4
and3         2
o21ai        3
or3          3
nor3         4
nand2        2
a31oi        3
No activity file was given, so power comes from the tool's default toggle rates.
